[./run.sh]
#!/bin/bash
# OpenROAD 26Q1-2900-gdf79404cd8, Yosys 0.63+post, stock flow scripts
make -C /OpenROAD-flow-scripts/flow DESIGN_CONFIG=/design/flow/config.mk WORK_HOME=/design/flow/orfs finish
[./config.mk]
export PLATFORM = sky130hd
export DESIGN_NAME = counter
export DESIGN_NICKNAME = counter
export VERILOG_FILES = /design/flow/design.v
export SDC_FILE = /design/flow/constraint.sdc
export NUM_CORES = 4
export LEC_CHECK = 1
export CORE_AREA = 10 10 70 70
export DIE_AREA = 0 0 80 80
[./constraint.sdc]
current_design counter

set clk_period 1.0
set clk_io_pct 0.2

create_clock -name clk0 -period $clk_period [get_ports {carry_in}]
create_clock -name clk1 -period $clk_period [get_ports {clk}]

set non_clock_inputs [all_inputs -no_clocks]
set_input_delay [expr $clk_period * $clk_io_pct] -clock clk0 $non_clock_inputs
set_output_delay [expr $clk_period * $clk_io_pct] -clock clk0 [all_outputs]
[./design.v]
module counter(clk, carry_in, out);
  output reg [5:0] out;
  input clk, carry_in;
  reg[1:0] weight = 2'b01;
  initial
  begin
  out = 0;
  end
  always @(posedge carry_in)
  begin
    weight = weight + 1;
	end
	always @(posedge clk)
	begin
	out = out + weight;
	end
  endmodule
==> changes_impl.md <==
### Implementation results

- Run status: finished with violations
- Failing checks: negative setup slack
- Number of warnings issued by yosys: 1
- Hold-fix buffers at CTS: 0
- Final Non-Filler Cells: 90
- Number of antenna violations at the first check in global routing: 0
- Netlist area before placement: 275 µm²
- Final critical-path setup slack: -0.212 ns
- Reg power frac: 42.4%
- Most frequent logic cells in the routed design: sky130_fd_sc_hd__buf_4 (9), sky130_fd_sc_hd__clkbuf_4 (6), sky130_fd_sc_hd__dfxtp_2 (6), sky130_fd_sc_hd__clkdlybuf4s15_1 (5)
- Pin count of the biggest net entering global routing: 5
- First-pass GRT wire length: 1290 µm
- Clock Skews: 0.00722 ns
- Final number of max-transition violations: 0
- Worst Path Arrival: ~1.4 ns
- Port-buffer cells: 6
- DP Cell Count: around 78
- Routability-driven placement congestion ratio: 0.678
- Setup TNS: -0.880 ns
- Summed standard-cell area reported by yosys: 275 µm²
- Instance tally after logic synthesis: 21
- DIE AREA: 0.00640 mm²
- FF-to-FF setup slack: -0.21 ns
- Transition time of the tightest slew-check pin: 0.110 ns
- Commonest non-fill, non-tap cell in the layout: sky130_fd_sc_hd__buf_4
- Total global-route track usage: 2.70%
- Switching power share of the total: 19.2%
- Worst VDD drop: 664 µV
- Residual DRC count: 0
- Post-detailed-route count of antenna-violating nets: 0
- Category of the worst setup path capture point: register
- Number of global-route vias before repair: 294
- Total leakage power: 0.000241 µW
- Hold violation total from the final report: 0
- Portion of total power attributed to the clock network: 57.6%
- Final global-route overflow total: 0
- Average cell area after synthesis: approximately 13 µm²
- Worst setup slack before clock tree synthesis: -0.139 ns
- Unique masters post-synth: 10
- Core area: roughly 0.0034 mm²
- Power density cells: 1290 mW/mm²
- Portion of the post-synthesis area used by sequential elements: roughly three fifths
- Critical path required time: between 1 and 1.5 ns
- Pre-placement core utilization: 8.06%
- Area Overhead vs Synth: 110%
- Unrepaired setup endpoints after global routing: true
- Sink Count: 8
- Wirelength per Cell: 8.00 µm
- Total of max-cap violations: 0
- N_diodes: 0
- Number of cell instances after yosys synthesis: 21
- Tightest Hold Check Type: register to register
- Via Count: 234
- Seq cells post-synth: 8
- DRT iter0 DRCs: 7
- Clock slew at the register clock pins of the worst setup and hold paths: roughly 0.050 ns
- Final setup violating endpoints: 5
- PnR Total Power: 742 µW
- Net load switching power: 143 µW
- Via count normalized by instance count: 2.60
- Top-Level Pins: 8
- Vertical extent of the die: about 80 µm
- Half-perimeter wire length after detailed placement: 469 µm
- Kind of launch point of the worst setup path: register
- Routed wire length: approximately 720 µm
- Combinational Power Share: 0%
- Row Count: 21
- Detailed-router iteration count before antenna repair: 2
- Clock tree from TritonCTS: yes
- Worst Path Max Fanout: 2
- Layout cell share with drive strength beyond 1: about two thirds
- Worst slew slack as a fraction of its limit: 92.6%
- Classification of the worst setup path: register to register
- Total internal power: 599 µW
- Die outline width: 80 µm
- Tool Warnings: 29
critical path: stages (launching register included):
cell and delay [ns]:
sky130_fd_sc_hd__dfxtp_2 0.32, sky130_fd_sc_hd__buf_6 0.11, sky130_fd_sc_hd__ha_4 0.15, sky130_fd_sc_hd__fa_2 0.36, sky130_fd_sc_hd__nand3_2 0.09, sky130_fd_sc_hd__xnor2_2 0.11
metrics by stage:
step	hold WS, ns	util [%]	area [µm²]
2_1_floorplan	0.392	-	314
3_3_place_gp	0.467	13.7	469
6_report	0.462	16.9	577
5_1_grt	0.468	16.9	577
4_1_cts	0.466	16.4	562
3_5_place_dp	0.471	13.7	469
cells by family after synthesis:
| family | share of synthesized area [%] |
|---|---|
| and+or+nand+nor | 5.45 |
| adders and majority gates | 16.4 |
| AOI/OAI and AO/OA | 2.73 |
| DFF | 58.2 |
| buffers and inverters | 1.36 |
| xor gates and xnor gates | 15.9 |
power by group through the flow:
stage     registers [µW]  logic, µW  clock network, µW
5_1_grt              314   0.000144                487
4_1_cts              314   0.000137                460
6_report             315   0.000144                427
registers in the layout, indices dropped and copies added (netlist names):
| register | flops |
|---|---|
| out | 6 |
| weight | 2 |
area by class of cell:
| type | instances | area [µm²] |
|---|---|---|
| repair buffers | 16 | 140 |
| flip-flops and latches | 8 | 175 |
| multi-input cells | 12 | 151 |
| fillers | 383 | 2840 |
| clock buffers | 7 | 48.8 |
| inverters | 1 | 3.75 |
| well taps | 46 | 57.6 |
cells in the mapped netlist:
| master | n | area share, % |
|---|---|---|
| sky130_fd_sc_hd__dfxtp_1 | 8 | 58 |
| sky130_fd_sc_hd__inv_1 | 1 | 1.4 |
| sky130_fd_sc_hd__ha_1 | 2 | 9.1 |
| sky130_fd_sc_hd__nand2_1 | 1 | 1.4 |
| sky130_fd_sc_hd__nand4_1 | 1 | 2.3 |
| sky130_fd_sc_hd__nand3_1 | 1 | 1.8 |
| sky130_fd_sc_hd__xnor2_1 | 3 | 9.5 |
| sky130_fd_sc_hd__a21o_1 | 1 | 2.7 |
| sky130_fd_sc_hd__fa_1 | 1 | 7.3 |
| sky130_fd_sc_hd__xor2_1 | 2 | 6.4 |
metal layers:
metal	vias to the layer above	global-route usage, %	wire length (µm)
met4	0	0.704	0
li1	114	-	-
met1	109	3.59	398
met5	-	0	0
met2	11	2.65	219
met3	0	2.95	103
final timing paths:
kind	startpoint	to	depth (start not counted)
max in group clk0	out[0]	out[0]	2
max	out[0]	out[4]	5
max reg2reg	out[0]	out[4]	5
min reg2reg	weight[0]	out[0]	1
min in group clk0	weight[1]	weight[1]	1
min	weight[0]	out[0]	1
timing repair:
item	in CTS	in global routing
buffers inserted	4	1
resized	20	1
pin swaps	3	1
setup endpoints to repair	11	6
endpoints found under the hold margin	0	0
Power is estimated from default activity; no workload was simulated.
