--- config.mk ---
export PLATFORM = sky130hd
export DESIGN_NAME = timer
export DESIGN_NICKNAME = timer
export VERILOG_FILES = /design/flow/design.v
export SDC_FILE = /design/flow/constraint.sdc
export NUM_CORES = 4
export LEC_CHECK = 1
export CORE_UTILIZATION = 30
--- design.v ---
module timer(origin, carry_in, t_1);
  input origin;
  input carry_in;
  reg [19:0] weight;
  output reg t_1;
  reg [19:0] k;
  initial
  begin
  t_1 = 1'b0;
  k=0;
  weight = 1;
  end
  always @(posedge carry_in)
  weight = weight + 10;
  always @(posedge origin)
  begin
    if(k>=50)
      begin
        t_1<=~t_1;
        k<=0;
      end
    else
      k<=k + weight;
    end
  endmodule
--- run.sh ---
#!/bin/bash
# OpenROAD 26Q1-2900-gdf79404cd8, Yosys 0.63+post, stock flow scripts
make -C /OpenROAD-flow-scripts/flow DESIGN_CONFIG=/design/flow/config.mk WORK_HOME=/design/flow/orfs finish
--- constraint.sdc ---
current_design timer

set clk_period 2.9
set clk_io_pct 0.2

create_clock -name clk0 -period $clk_period [get_ports {carry_in}]
create_clock -name clk1 -period $clk_period [get_ports {origin}]

set non_clock_inputs [all_inputs -no_clocks]
set_input_delay [expr $clk_period * $clk_io_pct] -clock clk0 $non_clock_inputs
set_output_delay [expr $clk_period * $clk_io_pct] -clock clk0 [all_outputs]
==> results.yml <==
# yosys + openroad results
flow_run:
  drv_cap: 0
  log.warning_count: 26
cts:
  worst_setup_hold_path_clk_slew_ps: 70
  hold_buffers: 0
  cts_setup_buffers: 0
  clock_sinks: 40
  cts_tree: "done"
  post_cts_resize_count: 0
critical_path:
  crit_path_start_kind: "flip-flop"
  worst-endpoint-arrival_ps: 2270
  timing.critical_path.required_ps: 3040
  critPathMaxFanout: 4
  worstSetupPathType: "reg -> reg"
  timing.critical_path.to_type: "flip-flop"
synth:
  area_leaders: "dfxtp_1, ha_1, xnor2_1, xor2_1, a21oi_1"
  post_synth_regs: 40
  area_of_the_mapped_netlist_mm2: 0.002221
  synthDominantAreaCellType: "dfxtp_1"
  edf_count: 1
  synth_largest_type_area_fraction_pct: 35.15
  synthesis.instances: 241
  synth-async-reset-ratio_pct: 0
  ys.warnings.count: 1
  yosysSeqAreaShare_pct: 36.51
  synth.distinct_cells: 43
  postSynth.topFlopCell: "dfxtp_1"
  synth-area-yosys_mm2: 0.002221
  number_of_cells_in_yosys_stat: 241
  syn_area_per_cell_um2: 9.215
power_and_ir_drop:
  power.share.sequential_pct: 58.9
  vdd_drop_max_mv: 0.3092
  power_density_mw_per_mm2: 384.6
  power_frac_clock_pct: 41.1
  share_comb_of_total_power_pct: 0
  power.switching_fraction_pct: 20.13
  static-leakage-power_nw: 0.9908
  p_switching_mw: 0.1881
  internal_power_mw: 0.7464
min_path:
  path_class_of_the_lowest_slack_min_delay_path: "reg -> reg"
route:
  detail_route.iter0.violations: 84
  post_drt_via_cell_ratio: 4.899
  drc_errors: 0
  route.vias.total: 1695
  detail_route.first_pass.iterations: 4
  drt-met1-wl_mm: 2.152
  antennaDiodeCount: 0
  antenna_violating_nets_post_route: 0
  sum_of_met3_wire_segment_lengths_after_detailed_routing_um: 145
  wire_per_inst_um: 12.41
  postRouteWirelength_mm: 4.294
  highest-signal-layer: "met4"
  wl_met2_mm: 1.929
status:
  status: "finished, final reports clean"
placed_design:
  globalplace.congestion: 0.8728
  dp_hpwl_mm: 3.347
  port_buffers: 1
  place_inst: 338
layout:
  lay_top_count: "dfxtp_1"
  area_growth_syn_to_layout_pct: 9.408
  drive_above_1_share_pct: 8.907
  nFillCells: 753
  layout_top_cells_excl_fill_tap: "dfxtp_1, nor2_1, ha_1, a21oi_1, nand2_1"
  final_core_util_pct: 33.68
  final_cell_count_no_fill: 346
global_route:
  global_route.overflow_total: 0
  track_usage_pct: 12.45
  grt_pass1_vias: 1597
  antenna_violations_before_repair: 0
  first_pass_grt_wire_length_mm: 7.334
  grt_max_degree: 17
die:
  row_count: 31
  floorplan.die.height_um: 88.04
  ports_placed_on_the_boundary: 3
  chipWidth_um: 88.04
  initial_core_util_pct: 30.78
  total_die_area_mm2: 0.007751
  coreArea_mm2: 0.007214
sta:
  final-setup-viol-count: 0
  remaining_max_slew_budget_at_the_tightest_pin_pct: 73.69
  final.setup.tns_ps: 0
  timing.clock.skew_ps: 16.47
  timing.final.hold_violations: 0
  finalMaxSlewViolations: 0
  setup_repair_after_global_routing_missed_its_margin: "false"
  worst-slew-pin-transition_ps: 392.9
critical path, stage by stage (launching register included):
cell      delay (ps)
dfxtp_1          380
inv_1             90
fa_1             440
nand2b_1         180
a21o_1           200
a211oi_2         320
o211ai_1         150
a21oi_1          190
nor3b_2           60
layout make-up:
type                    instances  area, um2  share of cell area (%)
clock buffers                   8      90.09                   3.708
repair buffers                  2      17.52                  0.7209
well taps                      99      123.9                   5.098
flip-flops and latches         40      810.8                   33.37
multi-input cells             190       1361                   56.02
inverters                       7      26.28                   1.081
routing by layer:
layer,GRT usage (%),up-vias
met4,2.639,0
met5,0,-
li1,-,898
met1,16.87,773
met2,20.37,15
met3,3.340,9
worst paths after layout:
kind | slack [ps] | cells past startpoint | start | endpoint
max | 780 | 8 | weight[1]$_DFF_P_ | k[18]$_SDFF_PP0_
min | 440 | 1 | k[0]$_SDFF_PP0_ | k[0]$_SDFF_PP0_
max reg2reg | 780 | 8 | weight[1]$_DFF_P_ | k[18]$_SDFF_PP0_
min reg2reg | 440 | 1 | k[0]$_SDFF_PP0_ | k[0]$_SDFF_PP0_
max in group clk0 | 1250 | 1 | t_1$_DFFE_PP_ | t_1
min in group clk0 | 470 | 1 | weight[19]$_DFF_P_ | weight[19]$_DFF_P_
metrics by stage:
step	total power [mW]	setup WS [ps]	hold WS, ps	area [um2]
global placement	0.5635	828.7	428.2	2340
finish	0.9345	777.8	439.2	2430
floorplan	0.5635	966.3	413.6	2221
detailed placement	0.5635	792.5	432.3	2340
global route	0.9742	596.6	454.5	2430
CTS	0.9496	775.9	442.9	2430
logic make-up after synthesis:
logic type | after synthesis | share of synthesized area [%]
simple gates | 85 | 20.85
buf+inv | 11 | 2.197
xor+xnor | 24 | 9.465
compound gates | 61 | 19.38
fa+ha+maj | 20 | 11.61
flops | 40 | 36.51
power by group through the flow:
stage	clock network (mW)	registers (mW)	logic, mW
after CTS	0.399	0.550	0.000000620
after global routing	0.424	0.551	0.000000620
final	0.384	0.551	0.000000620
state kept, by name, indices dropped and copies added (netlist names):
| register | count |
|---|---|
| k | 20 |
| weight | 19 |
| t_1 | 1 |
synthesized netlist by cell type, drive strengths merged, types with 3 or more instances:
| library cell | number |
|---|---|
| o21ai | 6 |
| a21o | 10 |
| o21a | 5 |
| and3 | 4 |
| dfxtp | 39 |
| nor3 | 13 |
| nand2 | 15 |
| buf | 4 |
| inv | 7 |
| xnor2 | 14 |
| ha | 19 |
| a21oi | 22 |
| o211ai | 8 |
| nor3b | 5 |
| xor2 | 10 |
| nor2 | 19 |
| nor4 | 3 |
| a21boi | 3 |
| nand3 | 10 |
| nand4 | 6 |
No activity file was given, so power comes from the tool's default toggle rates.
